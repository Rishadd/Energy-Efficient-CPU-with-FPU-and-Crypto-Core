### design/flow/run.sh
#!/bin/bash
# OpenROAD 26Q1-2900-gdf79404cd8, Yosys 0.63+post, stock flow scripts
make -C /OpenROAD-flow-scripts/flow DESIGN_CONFIG=/design/flow/config.mk WORK_HOME=/design/flow/orfs finish
### design/flow/config.mk
export PLATFORM = sky130hd
export DESIGN_NAME = crypto_coproc
export DESIGN_NICKNAME = crypto_coproc
export VERILOG_FILES = /design/flow/design.v
export SDC_FILE = /design/flow/constraint.sdc
export NUM_CORES = 4
export LEC_CHECK = 1
export CORE_UTILIZATION = 50
### design/flow/constraint.sdc
current_design crypto_coproc

set clk_period 6.9
set clk_io_pct 0.2

create_clock -name clk0 -period $clk_period

set non_clock_inputs [all_inputs -no_clocks]
set_input_delay [expr $clk_period * $clk_io_pct] -clock clk0 $non_clock_inputs
set_output_delay [expr $clk_period * $clk_io_pct] -clock clk0 [all_outputs]
### design/flow/design.v
module key_expander (
    input [15:0] KEY_16BIT,
    output reg [127:0] KEY_128BIT
);  
    reg [15:0] seed;
    integer i;
    always @(*) begin
        seed = KEY_16BIT;
        KEY_128BIT = 128'h0;
        for (i = 0; i < 8; i = i + 1) begin
            seed = seed ^ (seed << 7);
            seed = seed ^ (seed >> 9);
            seed = seed ^ (seed << 8);
            KEY_128BIT[i*16 +: 16] = seed;
        end
    end
endmodule
module round_function (
    input [15:0] round_data_in,
    input [15:0] round_key_in,
    output [15:0] round_data_out
);
    wire [7:0] L_in, R_in;
    wire [7:0] L_out, R_out;
    wire [7:0] F_result;
    assign L_in = round_data_in[15:8];
    assign R_in = round_data_in[7:0];
    assign F_result = (R_in ^ round_key_in[7:0]) + round_key_in[15:8];
    assign L_out = R_in;
    assign R_out = L_in ^ F_result;
    assign round_data_out = {L_out, R_out};
endmodule
module inverse_round_function (
    input [15:0] round_data_in,
    input [15:0] round_key_in,
    output [15:0] round_data_out
);
    wire [7:0] L_in, R_in;
    wire [7:0] L_out, R_out;
    wire [7:0] F_result;
    assign L_in = round_data_in[15:8];
    assign R_in = round_data_in[7:0];
    assign F_result = (L_in ^ round_key_in[7:0]) + round_key_in[15:8];
    assign L_out = R_in ^ F_result;
    assign R_out = L_in;
    assign round_data_out = {L_out, R_out};
endmodule
module crypto_coproc (
    input [15:0] data_in,
    input enc,
    input dec,
    output [15:0] data_out
);
    parameter MASTER_KEY = 16'h1EEE;
    wire [127:0] expanded_key;
    key_expander key_exp (
        .KEY_16BIT(MASTER_KEY),
        .KEY_128BIT(expanded_key)
    );
    wire [15:0] key0, key1, key2, key3, key4, key5, key6, key7;
    assign key0 = expanded_key[127:112];
    assign key1 = expanded_key[111:96];
    assign key2 = expanded_key[95:80];
    assign key3 = expanded_key[79:64];
    assign key4 = expanded_key[63:48];
    assign key5 = expanded_key[47:32];
    assign key6 = expanded_key[31:16];
    assign key7 = expanded_key[15:0];
    wire [15:0] enc_data [0:8];
    wire [15:0] dec_data [0:8];
    round_function enc_round0 (.round_data_in(data_in), .round_key_in(key0), .round_data_out(enc_data[1]));
    round_function enc_round1 (.round_data_in(enc_data[1]), .round_key_in(key1), .round_data_out(enc_data[2]));
    round_function enc_round2 (.round_data_in(enc_data[2]), .round_key_in(key2), .round_data_out(enc_data[3]));
    round_function enc_round3 (.round_data_in(enc_data[3]), .round_key_in(key3), .round_data_out(enc_data[4]));
    round_function enc_round4 (.round_data_in(enc_data[4]), .round_key_in(key4), .round_data_out(enc_data[5]));
    round_function enc_round5 (.round_data_in(enc_data[5]), .round_key_in(key5), .round_data_out(enc_data[6]));
    round_function enc_round6 (.round_data_in(enc_data[6]), .round_key_in(key6), .round_data_out(enc_data[7]));
    round_function enc_round7 (.round_data_in(enc_data[7]), .round_key_in(key7), .round_data_out(enc_data[8]));
    inverse_round_function dec_round0 (.round_data_in(data_in), .round_key_in(key7), .round_data_out(dec_data[1]));
    inverse_round_function dec_round1 (.round_data_in(dec_data[1]), .round_key_in(key6), .round_data_out(dec_data[2]));
    inverse_round_function dec_round2 (.round_data_in(dec_data[2]), .round_key_in(key5), .round_data_out(dec_data[3]));
    inverse_round_function dec_round3 (.round_data_in(dec_data[3]), .round_key_in(key4), .round_data_out(dec_data[4]));
    inverse_round_function dec_round4 (.round_data_in(dec_data[4]), .round_key_in(key3), .round_data_out(dec_data[5]));
    inverse_round_function dec_round5 (.round_data_in(dec_data[5]), .round_key_in(key2), .round_data_out(dec_data[6]));
    inverse_round_function dec_round6 (.round_data_in(dec_data[6]), .round_key_in(key1), .round_data_out(dec_data[7]));
    inverse_round_function dec_round7 (.round_data_in(dec_data[7]), .round_key_in(key0), .round_data_out(dec_data[8]));
    assign data_out = enc ? enc_data[8] :
                     dec ? dec_data[8] : 16'b0;
endmodule
==> impl_metrics.toml <==
# implementation run metrics
[status]
status = "completed"

[power_and_ir_drop]
p_leak_nw = 1.81
max-vdd-ir-drop_uv = 324
p_per_area_nw_per_um2 = 541

[global_route]
antenna_found_initial = 0
grt_first_pass_wirelength_um = 11200
grt.total_usage = 0.276
grt_pass1_vias = 2429
overflow = 0
grt_max_degree = 22

[logic_synthesis]
yosys.cell_count.top_type = "xnor2_1"
common_cells = "xnor2_1 (70), xor2_1 (31), nand2_1 (30), o21ai_0 (20), ha_1 (17)"
yosysCellCount = 324
ys_area_um2 = 2510
yosys.area.top_type_share = 0.244
largest_area_cell = "xnor2_1"
avgSynthCellArea_um2 = 7.76
ys_types = 61
top_cells_by_area = "xnor2_1 (24%), xor2_1 (11%), ha_1 (8.5%), xnor3_1 (7.2%), nand2_1 (4.5%)"
ys_warn_count = 2
yosysSeqAreaShare = 0
syn-cell-area_um2 = 2510
syn_inst = 324

[hold_path]
hp-class = "input pin to output port"

[drt]
dr.pass1.iters = 4
detail_route.vias_per_cell = 5.24
ant_nets = 0
diodes = 0
drt_iter0_markers = 97
drc = 0
routed_wl_um = 8060
wl_per_cell_um = 15.4
dr_total_vias = 2734

[timing]
setup_viol = 0
fmax_ghz = 0.146
holdWs_ns = 3.55
drv_slew = 0
period_used_share = 0.991
fin_crit_ns = 6.84
finalSetupTns_ns = 0
timing.final.hold_violations = 0
tightest_slew_ns = 0.663
slew_headroom = 0.557

[cts]
holdBufCountCts = 0

[setup_path]
critical_path_class = "input pin to output port"
cp-start-kind = "input pin"
cp_max_fo = 8
cp.arrival_ns = 5.46
crit_path_end_kind = "output port"
cp.required_ns = 5.52

[layout]
fillers = 276
comb_area_um2 = 2740
areaGrowthSynthToFinish_pct = 59.3
register_area_um2 = 0
seq_cell_count = 0
clkbuf_count = 0
drive_gt1_frac = 0.374

[die]
dieArea_um2 = 5320
rows = 25
core_um2 = 4790
pin_count = 34
initial_core_util = 0.525
die_w_um = 72.9
die_h_um = 72.9

[run]
drv_cap = 0
warning_count = 39

[place]
portBuffers = 34
gp_congestion = 0.876
dp_hpwl_um = 5770
==> critical path, cell delays in order <==
cell             delay, ns
clkdlybuf4s15_1       0.23
buf_6                 0.19
xnor2_4               0.19
ha_4                  0.24
xor2_2                0.15
xnor2_1               0.22
ha_1                  0.30
xor2_2                0.20
nand2_1               0.12
mux2i_4               0.10
nor3b_4               0.29
xor2_1                0.22
buf_4                 0.14
xor3_1                0.43
and2_4                0.16
or3_1                 0.30
a31o_1                0.21
clkdlybuf4s50_1       0.39
==> worst paths after layout <==
kind                       start      endpoint  slack (ns)  cells past startpoint
worst min-delay path  data_in[8]   data_out[0]        3.55                      5
worst max-delay path  data_in[0]  data_out[15]        0.06                     18
==> routing by layer <==
layer	GRT usage	share of wire	vias up
met5	0	0	-
met4	0.00871	0.012	0
met3	0.00700	0.038	8
met2	0.458	0.46	74
met1	0.430	0.49	1259
li1	-	-	1393
==> through the flow <==
stage	setup WS, ns	total power [mW]	util	cell area [um^2]	std cells
after floorplan	0.359	1.12	-	2510	324
after global placement	-0.396	1.91	0.748	3580	509
after detailed placement	-0.392	1.93	0.748	3580	509
after CTS	0.000697	2.06	0.799	3820	516
after global routing	-0.0907	2.34	0.837	4010	522
final	0.0621	2.16	0.837	4010	522
==> power by group <==
group          leakage (nW)  switching (mW)  internal, mW
clock network             0               0             0
registers                 0               0             0
logic                  1.81           0.874          1.29
total                  1.81           0.874          1.29
==> cells by family after synthesis <==
group,Yosys count,share of synthesized area
xor+xnor,115,0.471
simple gates,91,0.188
compound gates,75,0.204
buf+inv,24,0.0428
fa+ha+maj,17,0.0846
mux,2,0.00945
==> final cells by class <==
class	count	area share
tap	67	0.0209
inverter	17	0.0159
multi-input combinational	300	0.684
timing repair buffer	138	0.279
==> what timing repair did <==
| action | 4_1_cts | 5_1_grt |
|---|---|---|
| setup buffers | 8 | 6 |
| setup endpoints to repair | 8 | 8 |
| hold endpoints to repair | 0 | 0 |
| pin swaps | 34 | 27 |
| resized | 45 | 24 |
==> placed cells by master, fill, tap and decap left out, types with 3 or more instances in the layout <==
cell             count
ha_1                10
or2_2                4
nand2_1             30
xor2_1              26
a21oi_1             13
nand2b_1             4
nand3_1              4
a31oi_1              5
clkdlybuf4s50_1     28
nor2b_1              4
xor2_2               4
nor3_1               3
xnor2_2             16
nor2_1              14
inv_1               12
o21ai_1              4
or3_1                3
xnor3_1              8
buf_4              102
a21o_1               6
ha_4                 5
inv_2                5
xnor2_1             55
and2_1               4
o21ai_0             19
Power figures rest on the tool's default switching activity, not on a simulated workload.
